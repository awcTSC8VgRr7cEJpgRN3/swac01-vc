==> design.v <==
module sex2decs (
    input [5:0] sexagesimal,  
    output [6:0] decs  
);
wire a = sexagesimal[5];
wire b = sexagesimal[4];
wire c = sexagesimal[3];
wire d = sexagesimal[2];
wire e = sexagesimal[1];
wire f = sexagesimal[0];
assign decs[6] = a&c | a&b;
assign decs[5] = a&~b&~c | ~a&b&d | ~a&b&c | b&c&d;
assign decs[4] = ~a&b&~c&~d | ~a&~b&c&e | ~a&~b&c&d | ~a&c&d&e | a&b&c&~d | a&~b&~c | a&~c&d | b&~c&~d&e;
assign decs[3] = ~a&~b&c&~d&~e | ~a&b&~c&~d&e | a&b&~c&~d&~e | ~a&b&c&d&~e | a&~b&~c&d&e | a&b&c&~d&e;
assign decs[2] = a&~b&~c&~d&e | a&b&~c&d&e | ~a&b&~d&~e | ~a&b&c&~d | b&c&~d&~e | ~b&c&d&e | a&~b&d&~e | ~a&~b&~c&d;
assign decs[1] = ~a&b&~c&~d&~e | ~a&~b&c&d&~e | ~a&b&c&~d&e | a&b&c&~d&~e | ~a&~b&~c&e | a&~b&~c&~e | ~a&~c&d&e | a&~c&d&~e | a&~b&c&e | a&c&d&e;
assign decs[0] = f;
endmodule
==> run.sh <==
#!/bin/bash
# OpenROAD 26Q1-2900-gdf79404cd8, Yosys 0.63+post, stock flow scripts
make -C /OpenROAD-flow-scripts/flow DESIGN_CONFIG=/design/flow/config.mk WORK_HOME=/design/flow/orfs finish
==> config.mk <==
export PLATFORM = sky130hd
export DESIGN_NAME = sex2decs
export DESIGN_NICKNAME = sex2decs
export VERILOG_FILES = /design/flow/design.v
export SDC_FILE = /design/flow/constraint.sdc
export NUM_CORES = 4
export LEC_CHECK = 1
export CORE_AREA = 10 10 70 70
export DIE_AREA = 0 0 80 80
==> constraint.sdc <==
current_design sex2decs

set clk_period 1.7
set clk_io_pct 0.2

create_clock -name clk0 -period $clk_period

set non_clock_inputs [all_inputs -no_clocks]
set_input_delay [expr $clk_period * $clk_io_pct] -clock clk0 $non_clock_inputs
set_output_delay [expr $clk_period * $clk_io_pct] -clock clk0 [all_outputs]
==> metrics.csv <==
stage;metric;value;unit
status;status;finished clean;
floorplanning;Die Y;80;um
placed_design;hpwl dp;771;um
layout;# fillers;394;
layout;register area;0;um^2
worst_setup_path;arrival time worst endpoint;1300;ps
placed_design;Final GP Congestion;0.754;
layout;fraction of layout cells with a size suffix above 1;0.443;
power;Peak VDD IR;0.0602;mV
yosys;Max-area cell share;0.0796;
worst_setup_path;crit path max fanout;4;
timing;Rel. slew slack;0.904;
yosys;# Cells Yosys;40;
grt;initial antenna violation count;0;
yosys;Synth area leader;buf_4;
hold_path;hold endpoint;decs[0];
hold_path;HP Class;in2out;
placed_design;# port buffers;11;
timing;Final period util;0.966;
yosys;Avg Inst Size Synth;7.07;um^2
yosys;Seq share, synth;0;
grt;gr ovfl total;0;
worst_setup_path;startpoint types;primary input;
drt;Avg WL per Cell;9.71;um
hold_path;WHS Path Cells;0;
worst_setup_path;CP cell instances;buf_4 > buf_4 > o21a_1 > o211ai_1 > o21a_1 > dlygate4sd2_1;
timing;RSZ-0062 raised after global routing;yes;
power;Power Total;0.129;mW
floorplanning;IO Count;13;
layout;Area Growth Syn to Fin;86.7;%
job;Max Cap Violations;0;
job;OpenROAD warning count;33;
worst_setup_path;crit end category;primary output;
drt;TritonRoute pass-1 iters;4;
floorplanning;die width;80;um
timing;Hold Fails Final Rpt;0;
drt;ant diodes;0;
hold_path;Hold Crit Start;sexagesimal[0];
floorplanning;floorplan core area;3420;um^2
drt;via count;364;
yosys;Ys Warns;0;
yosys;Post-Syn Area;283;um^2
drt;drt initial violations;16;
timing;shortest period the worst path allows;1640;ps
timing;Least-Margin Pin Slew;140;ps
grt;first-pass GRT wire length;1710;um
yosys;Yosys chip area;283;um^2
floorplanning;fp util;0.0828;
grt;pin count of the biggest net entering global routing;10;
timing;Pins Over Slew Limit;0;
layout;Comb area;258;um^2
grt;number of global-route vias before repair;331;
worst_setup_path;critical path class;in2out;
drt;DRC violations left;0;
drt;Vias/cell;3.40;
drt;Total Wirelength;1040;um
placed_design;cell count after placement;103;
floorplanning;Rows;21;
power;LEAKAGE;0.228;nW
floorplanning;die outline area;6400;um^2
drt;antenna-violating nets left;0;
grt;total global-route track usage;0.0316;
worst_setup_path;CP max stage cell;dlygate4sd2_1;
yosys;Synth cell types;27;
timing;Final setup viols;0;
worst_setup_path;Req. time, crit path;1360;ps
layout;sequential cell count;0;
layout;clock buffer count;0;
yosys;Gate Count Post-Synth;40;
yosys;Top area cell types;buf_4 8.0%, o211ai_1 8.0%, xnor2_1 6.2%;
worst_setup_path;CP max stage delay;200;ps
timing;Max Clk Rate;609;MHz
power;power per cell area;244;nW/um^2
layout;Post-Layout Cell Count;107;
-- synth_stat cells, types with 2 or more instances --
| library cell | instances |
|---|---|
| nor2_1 | 4 |
| buf_4 | 3 |
| o211ai_1 | 3 |
| a21oi_1 | 2 |
| a31oi_1 | 2 |
| nand2_1 | 2 |
| o21a_1 | 2 |
| o21ai_0 | 2 |
| xnor2_1 | 2 |
-- per-stage QoR --
step,setup WS [ps],instance area [um^2],TNS [ps],util,hold WS [ps]
global placement,-692,494,-3630,0.145,680
global route,-29.4,528,-46.7,0.155,680
floorplan,294,283,0,-,746
CTS,0.409,509,0,0.149,680
detailed placement,-704,494,-3630,0.145,680
finish,57.5,528,0,0.155,680
-- power by group --
group          switching (mW)  internal, mW  total, mW
Combinational          0.0524        0.0763      0.129
Sequential                  0             0          0
Clock                       0             0          0
Total                  0.0524        0.0763      0.129
-- layout make-up --
type	count	share of cell area
inverter	1	0.00711
timing repair buffer	26	0.396
multi-input combinational	34	0.488
tap	46	0.109
-- cell usage in the layout (no fill, tap or decap), types with 2 or more instances in the layout --
cell type | synthesis | layout
buf_4 | 3 | 13
buf_2 | 1 | 4
buf_6 | 1 | 4
o211ai_1 | 3 | 3
a31oi_1 | 2 | 2
dlygate4sd2_1 | 0 | 3
a21oi_1 | 2 | 2
nor2_1 | 4 | 4
nand2_1 | 2 | 2
o21a_1 | 2 | 2
-- kinds of logic after synthesis --
family,after synthesis,share of synthesized area
compound gates,14,0.350
mux,1,0.0354
buf+inv,6,0.150
xor+xnor,3,0.0929
simple gates,15,0.332
fa+ha+maj,1,0.0398
-- metal layers --
metal | wire (um) | vias up | GRT usage
met2 | 466 | 9 | 0.0482
met5 | 0 | - | 0
met4 | 0 | 0 | 0
li1 | - | 188 | -
met3 | 29 | 0 | 0.00227
met1 | 543 | 167 | 0.0494
-- worst max-delay path, delay by kind of cell --
kind,cells,cell delay [ps]
compound gates,3,490
buf+inv,3,470
-- worst max-delay path by stage --
stage / depth (start not counted) / start / to / slack [ps]
final: 6 / sexagesimal[5] / decs[2] / 60
after CTS: 5 / sexagesimal[3] / decs[5] / 0.4
after global routing: 6 / sexagesimal[1] / decs[2] / -30
-- what timing repair did --
item | CTS | global route
pin swaps | 5 | 4
buffers inserted | 3 | 0
cloned | 1 | 0
resized | 33 | 9
setup endpoints to repair | 6 | 5
hold buffers | 0 | 0
No activity file was given, so power comes from the tool's default toggle rates.
