File: /design/flow/config.mk
export PLATFORM = sky130hd
export DESIGN_NAME = dec27segs
export DESIGN_NICKNAME = dec27segs
export VERILOG_FILES = /design/flow/design.v
export SDC_FILE = /design/flow/constraint.sdc
export NUM_CORES = 4
export LEC_CHECK = 1
export CORE_AREA = 10 10 70 70
export DIE_AREA = 0 0 80 80
File: /design/flow/run.sh
#!/bin/bash
# OpenROAD 26Q1-2900-gdf79404cd8, Yosys 0.63+post, stock flow scripts
make -C /OpenROAD-flow-scripts/flow DESIGN_CONFIG=/design/flow/config.mk WORK_HOME=/design/flow/orfs finish
File: /design/flow/constraint.sdc
current_design dec27segs

set clk_period 1.0
set clk_io_pct 0.2

create_clock -name clk0 -period $clk_period

set non_clock_inputs [all_inputs -no_clocks]
set_input_delay [expr $clk_period * $clk_io_pct] -clock clk0 $non_clock_inputs
set_output_delay [expr $clk_period * $clk_io_pct] -clock clk0 [all_outputs]
File: /design/flow/design.v
module dec27segs (
    input [3:0] dec,  
    output [6:0] segments  
);
wire a = dec[3];
wire b = dec[2];
wire c = dec[1];
wire d = dec[0];
assign segments[6] = ~b&~d | a&~b | ~a&b&d | ~a&c&d;
assign segments[5] = ~a&c&d | ~c&~d | ~b;
assign segments[4] = ~c | ~a&b | ~a&d;
assign segments[3] = b&~c&d | ~b&~d | ~b&c | c&~d;
assign segments[2] = ~b&~d | c&~d;
assign segments[1] = ~c&~d | b&~c | b&~d | a&~b;
assign segments[0] = ~b&c | b&~c | a&~b | c&~d;
endmodule
==> run summary <==
outcome -> finished with violations
failing checks -> negative setup slack
final setup violating endpoints -> 5
adder share -> 18.52%
LEAKAGE -> 0.1740 nW
Tot GR Track Use -> 1.824%
Crit-path slowest cell -> and2b_4
layout cells sized above 1 -> 66.67%
Total Routed Length -> 669 microns
Crit. Startpoint -> dec[0]
Final WS setup -> -0.03839 ns
max_cap viols -> 0
cts hold-fix bufs -> 0
IO Count -> 11
Seq share, synth -> 0%
core area -> 3416 sq um
largest net degree at the start of global routing -> 7
first-pass GRT wire length -> 1014 microns
Avg WL per Cell -> 7.871 microns
number of core rows -> 21
initial drt markers -> 1
OpenROAD warnings -> 35
VDD IR max -> 0.04101 mV
Mux area share -> 7.407%
Critical Path Max Stage Delay -> 0.16 ns
yosys stat chip area -> 135.1 sq um
WS Path Type -> input pin to output pin
Core Util at FP -> 3.956%
DR pass1 iterations -> 2
AND/OR/NAND/NOR Cells, Area Fraction -> 37.96%
Top Layout Cells -> 5 x buf_2, 4 x buf_6, 4 x buf_4
DP Cell Count -> 83
Yosys warnings -> 0
flop count -> 0
antenna violations before repair -> 0
Final period util -> 103.8%
Layout Cell Area excl Fill -> 429.2 sq um
Slew @ Worst Pin -> 0.1242 ns
Post-route DRC -> 0
Hold Crit Depth -> 4
PwrDens -> 365.8 nW/um^2
Unique cell types -> 12
XOR Share, Synth -> 0%
vias -> 210
syn_area_per_cell -> 6.435 sq um
Worst Setup EP -> segments[5]
Crit path required time -> 0.80 ns
fmax -> 963.0 MHz
Fin. Hold Viols -> 0
crit path max fanout -> 4
yosys aoi share -> 27.78%
CP Cell Sequence -> buf_6 -> and2b_4 -> buf_4 -> a21o_1 -> buf_2
Mapped Area -> 135.1 sq um
input/output buffers -> 11
area of placed instances -> 340.3 sq um
sequential cell area -> 0 sq um
vias in the first global route -> 207
CP startpoint kind -> input pin
most used logic cell in the final layout -> buf_2
CP Capture Type -> output pin
die width -> 80 microns
Antenna Nets Post-Route -> 0
gr ovfl total -> 0
RSZ-0062 raised after global routing -> true
Top non-seq family -> simple AND/OR/NAND/NOR gates
Chip Area -> 6400 sq um
ys cells -> 21
Syn-to-layout area delta -> 217.6%
cell count after synthesis -> 21
Antenna Cells -> 0
Final HPWL DP -> 476.3 microns
Max-slew headroom -> 91.49%
routability cong. -> 0.7458
Tightest Hold Check Type -> input pin to output pin
mean number of vias per cell -> 2.471
critical path arrival -> 0.84 ns
Die Height -> 80 microns
# clk buffers -> 0
Tmin final -> 1.038 ns
final non-filler cell total -> 85
Slew Viols, Final -> 0
[critical path, delay by kind of cell]
kind            cells  cell delay, ns
simple gates        1            0.16
buf+inv             3            0.33
compound gates      1            0.15
[per-layer routing]
metal	vias up	part of all wire (%)	track usage, %
li1	109	-	-
met1	93	41	2.175
met2	8	45	3.050
met3	0	14	0.9091
met4	0	0	0
met5	-	0	0
[area by class of cell]
class                           count  area (sq um)
Fill cell                         383          2987
Multi-Input combinational cell     18         181.4
Tap cell                           46         57.56
Inverter                            3         16.27
Timing Repair Buffer               18         173.9
[what timing repair did]
item                       4_1_cts  5_1_grt
hold endpoints to repair         0        0
pin swaps                        4        0
gates resized                   63        4
setup endpoints to repair        7        6
setup buffers                    1        1
[worst min-delay path by stage]
stage                 startpoint           to  slack, ns
after CTS                 dec[1]  segments[4]       0.78
after global routing      dec[2]  segments[6]       0.81
final                     dec[2]  segments[6]       0.77
[through the flow]
| step | setup TNS (ns) | utilization (%) | hold WS (ns) | power (mW) | worst slack (ns) |
|---|---|---|---|---|---|
| 2_1_floorplan | 0 | - | 0.4135 | 0.03148 | 0.1672 |
| 3_3_place_gp | -5.723 | 9.963 | 1.454 | 0.1230 | -0.9253 |
| 3_5_place_dp | -5.713 | 9.963 | 1.442 | 0.1238 | -0.9500 |
| 4_1_cts | -0.1210 | 11.83 | 0.7754 | 0.1442 | -0.05666 |
| 5_1_grt | -0.4295 | 12.56 | 0.8142 | 0.1748 | -0.1047 |
| 6_report | -0.1225 | 12.56 | 0.7733 | 0.1570 | -0.03839 |
[Yosys cell counts]
cell      count  area, sq um
nand2b_1      1        6.260
inv_1         3        11.26
and2b_4       1        10.01
o211ai_1      2        15.01
ha_1          2        25.02
a21o_1        1        7.510
nor2_1        4        15.01
mux2i_1       1        10.01
o21ai_0       2        10.01
nor3b_1       1        7.510
nor2b_1       2        12.51
a21oi_1       1        5.000
[report_power, final]
part	switching, mW	internal [mW]	total, mW
clock network	0	0	0
logic	0.0568	0.100	0.157
registers	0	0	0
[cells by family (layout without fill, tap and decap cells)]
| group | after synthesis | after routing |
|---|---|---|
| AOI/OAI and AO/OA | 6 | 6 |
| adders and majority gates | 2 | 2 |
| buffers and inverters | 3 | 21 |
| muxes | 1 | 1 |
| and+or+nand+nor | 9 | 9 |
Power and IR drop assume default switching activity.
